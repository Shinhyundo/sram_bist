--- ./design.v ---
module sram_bist
#(
    parameter IDLE      = 3'b000     ,    
    parameter WRITE_3FF = 3'b001    ,    
    parameter READ_3FF  = 3'b010    ,    
    parameter WRITE_00  = 3'b011    ,    
    parameter READ_00   = 3'b100    ,    
    parameter WRITE_2AA = 3'b101    ,    
    parameter READ_2AA  = 3'b110    ,    
    parameter DONE      = 3'b111         
)
(
    input           i_clock         ,
    input           i_reset         ,
    input           i_bist_en       ,
    input   [9:0]   i_rd_data       ,
    output          o_csn           ,
    output          o_wen           ,
    output  [9:0]   o_wr_data       ,
    output  [7:0]   o_wr_addr       ,
    output          o_b_done        ,
    output          o_b_err     
);
    reg     [7:0]   r_addr_cnt;          
    reg             r_cnt_done;          
    reg     [2:0]   n_state;             
    reg     [2:0]   c_state;             
    reg             r_cnt_start;         
    reg             r_csn;
    reg             r_wen;
    reg     [9:0]   r_wr_data;
    reg             r_b_done;
    reg             r_b_err;
    reg             q_rising;           
    wire            w_rising_start;      
    always @ (posedge i_clock, negedge i_reset) begin
        if (!i_reset) begin
            r_addr_cnt <= 8'd0;
            r_cnt_done <= 1'b0;
        end
        else if (r_csn) begin
            if (r_addr_cnt == 8'd255) begin
                r_cnt_done <= 1'b1;
                r_addr_cnt <= 8'd0;
            end
            else if (r_cnt_start) begin
                r_addr_cnt <= r_addr_cnt + 8'd1;
                r_cnt_done <= 1'b0;
            end
        end
        else begin
            r_cnt_done <= 1'b0;
        end
    end
    always @ (posedge i_clock, negedge i_reset) begin
        if (!i_reset) 
            c_state <= IDLE;
        else
            c_state <= n_state;
    end
    always @ (*) begin
        n_state = IDLE;      
        r_cnt_start = 1'b0;
        r_csn = 1'b0;
        r_wen = 1'b0;
        r_wr_data = 10'd0;
        r_b_done = 1'b0;
        r_b_err = 1'b0;
        case (c_state) 
            IDLE   : begin
                if (i_bist_en)
                    n_state = WRITE_3FF;
            end
            WRITE_3FF : begin
                r_cnt_start = 1'b1;
                r_csn = 1'b1;
                r_wr_data = 10'h3ff;
                r_wen = 1'b1;          
                n_state = WRITE_3FF;
                if (r_cnt_done) begin   
                    n_state = READ_3FF;
                    r_cnt_start = 1'b0;
                    r_csn = 1'b0;
                end
            end
            READ_3FF : begin
                r_csn = 1'b1;
                r_cnt_start = 1'b1;
                r_wen = 1'b0;    
                n_state = READ_3FF;   
                if (r_cnt_done) begin  
                    n_state = WRITE_00;
                    r_cnt_start = 1'b0;
                    r_csn = 1'b0;
                end
            end
            WRITE_00 : begin
                r_csn = 1'b1;
                r_wr_data = 10'h0;
                r_cnt_start = 1'b1;
                r_wen = 1'b1;          
                n_state = WRITE_00;
                if (r_cnt_done) begin   
                    n_state = READ_00;
                    r_csn = 1'b0;
                end
            end
            READ_00 : begin
                r_csn = 1'b1;
                r_cnt_start = 1'b1;
                r_wen = 1'b0;          
                n_state = READ_00;
                if (r_cnt_done) begin  
                    n_state = WRITE_2AA;
                    r_csn = 1'b0;
                end
            end
            WRITE_2AA : begin
                r_csn = 1'b1;
                r_wr_data = 10'h2aa;
                r_cnt_start = 1'b1;
                r_wen = 1'b1;           
                n_state = WRITE_2AA;
                if (r_cnt_done) begin   
                    n_state = READ_2AA;
                    r_csn = 1'b0;
                end
            end
            READ_2AA : begin
                r_csn = 1'b1;
                r_cnt_start = 1'b1;
                r_wen = 1'b0;       
                n_state = READ_2AA;    
                if (r_cnt_done) begin   
                    n_state = DONE;
                    r_csn = 1'b0;
                end
            end
            DONE : begin
                n_state = DONE;
                r_b_done = 1'b1;
                r_cnt_start = 1'b0;
            end
            default : r_b_err = 1'b1;
        endcase
    end
    always @ (posedge i_clock, negedge i_reset) begin
        if (!i_reset)
            q_rising <= 1'b0;
        else
            q_rising <= r_cnt_start;
    end
    assign w_rising_start = ~q_rising & r_cnt_start;
    assign o_csn  = r_csn;
    assign o_wen  = r_wen;
    assign o_wr_data = r_wr_data;
    assign o_wr_addr = r_addr_cnt;
    assign o_b_done = r_b_done;
    assign o_b_err = r_b_err;
endmodule
--- ./run.sh ---
#!/bin/bash
# OpenROAD 26Q1-2900-gdf79404cd8, Yosys 0.63+post, stock flow scripts
make -C /OpenROAD-flow-scripts/flow DESIGN_CONFIG=/design/flow/config.mk WORK_HOME=/design/flow/orfs finish
--- ./config.mk ---
export PLATFORM = sky130hd
export DESIGN_NAME = sram_bist
export DESIGN_NICKNAME = sram_bist
export VERILOG_FILES = /design/flow/design.v
export SDC_FILE = /design/flow/constraint.sdc
export NUM_CORES = 4
export LEC_CHECK = 1
export CORE_AREA = 10 10 91 91
export DIE_AREA = 0 0 101 101
export SYNTH_HDL_FRONTEND = slang
--- ./constraint.sdc ---
current_design sram_bist

set clk_period 2.4
set clk_io_pct 0.2

create_clock -name clk0 -period $clk_period [get_ports {i_clock}]

set non_clock_inputs [all_inputs -no_clocks]
set_input_delay [expr $clk_period * $clk_io_pct] -clock clk0 $non_clock_inputs
set_output_delay [expr $clk_period * $clk_io_pct] -clock clk0 [all_outputs]
==> notes.md <==
Implementation results. Number of warnings issued by yosys landed at 0. Per the post-CTS timing run, clock transition at the registers of the reported paths is 0.06 ns. STA classifies the critical path startpoint as a flop. Looking at the hold checks, the worst path lands on c_state[7]$_DFF_PN0_. The commonest register cell is sky130_fd_sc_hd__dfrtp_1.

TritonCTS built the clock tree. Initial antenna violation count landed at 0. Flip-flop and latch count after synthesis landed at 17. Cell area after technology mapping landed at 825 um^2. In the final report, the number of hold violations comes to 0. The floorplan step defined a core boundary enclosing 6350 um^2. The clock arrives with 0.00111 ns of skew.

Yosys reports that the most numerous cell types are sky130_fd_sc_hd__dfrtp_1, sky130_fd_sc_hd__buf_4, sky130_fd_sc_hd__nand2_1. Total global-route track usage over all layers is 0.0346. Setup repair after global routing left no endpoint under its margin. The critical path in this run is classified as reg2out.

The final report lists the setup-violating endpoint count as 0. The worst hold path begins at c_state[7]$_DFF_PN0_. Register-to-register path setup slack landed at 1.04 ns. In this run the maximum-capacitance check reported violations numbering 0. For reference, the final report shows the max-slew violation count at 0. Per the OpenROAD floorplan log, the width of the die is 101 um.

The flow ran to the end, and the final reports show no timing, DRC or antenna violations. IR analysis of the VDD net gives a maximum drop of 238 uV. Looking at the clock tree report, the root buffer type is sky130_fd_sc_hd__clkbuf_8. The share of the Yosys chip area taken by registers is 0.517. Fmax landed at 0.453 GHz. Yosys stat cell total landed at 78. Looking at the critical path, the highest net fanout was 9. Of the total power, the clock network draws 0.418. The most critical min-delay path falls under reg2reg. sky130_fd_sc_hd__dfrtp_1 is the most common cell in the netlist. Detailed-route iteration 0 reported a violation count of 41.

Looking at the reg2reg group, the worst path ends at o_wr_addr[4]$_DFFE_PN0P_. Proportion of synthesized flip-flops having asynchronous set or reset landed at 1.00. The largest total area in the synthesized netlist belongs to sky130_fd_sc_hd__dfrtp_1. The final timing summary puts the cycle share of the worst path at 0.919. Insertion delay of the later-clocked pin in the worst-skew pair landed at 0.25 ns.

The first global-routing pass estimated 2.89 mm of wire. Smallest hold slack landed at 0.460 ns. Internal power contribution landed at 408 uW. Areal power density over the cells landed at 458 nW/um^2. Number of H-tree levels landed at 1.

Overflow left after global routing landed at 0. The layout summary lists the proportion of cells stronger than drive strength 1 as 0.149. In this run the critical register-to-register path is launched from c_state[4]$_DFF_PN0_.

Counting the buffers created by CTS gives 3. The script computed the net switching share of total power as 0.199. According to the report, the first pass of detailed routing completed in 4 iterations. Worst hold path stage count landed at 1. The power report puts the net switching power at 102 uW. 35 I/O pins were placed.

Total power landed at 510 uW. Averaged over all synthesized cells, the footprint is 10.6 um^2. Count of standard-cell rows landed at 29. The floorplan step defined a die boundary enclosing 10200 um^2. Area share of the largest cell type after synthesis landed at 0.486.

Vias per cell landed at 3.24. The post-CTS hold buffer count recorded in the log is 0. Maximum clock path buffer count landed at 2. Floorplan utilization landed at 0.130.

Combinational cell area excluding buffers and inverters landed at 288 um^2. Number of enable flip-flop cells landed at 0. After synthesis, the chip area reported by Yosys is 825 um^2. Number of unique standard cell types used by synthesis landed at 30. Number of warning messages in the logs landed at 35. Depth of the worst register-to-register path landed at 5. According to the dpl log, the detail-placed design has an HPWL of 1.35 mm. Number of clock sinks seen by CTS landed at 17. Per the layout area report, the register area comes to 427 um^2.

Critical path arrival landed at 1.73 ns. Layout overhead on the synthesized area landed at 34.9%. Number of port buffers landed at 23.

The main area contributors are sky130_fd_sc_hd__dfrtp_1, sky130_fd_sc_hd__buf_4, sky130_fd_sc_hd__mux2_2, sky130_fd_sc_hd__nand2_1, sky130_fd_sc_hd__dfstp_2. Portion of total power attributed to sequential cells landed at 0.562. After technology mapping, the gate count stands at 78.

Total via count after detailed routing landed at 554. Pin count of the biggest net entering global routing landed at 18. Height of the chip landed at 101 um. For the finished layout, the period the worst path requires is 2.21 ns. Endpoint required time on the critical path landed at 1.92 ns. STA classifies the critical path endpoint as an output port.

Summed over all cells, the static leakage comes to 0.477 nW. Number of nets with antenna violations after routing landed at 0. TritonRoute output was used to compute an average wire per cell of 10.3 um. The placement summary gives the final routability congestion estimate as 0.770.

Fraction of power consumed by combinational cells landed at 0.020. Antenna cell count landed at 0. Summed over all layers, the routed wires come to 1.77 mm. In the final timing run, aggregate negative setup slack is 0 ns. For this run, design rule violations remaining after detail routing come to 0. Share of the core filled with cells landed at 0.175. Number of global-route vias before repair landed at 546. The filler cells instantiated in the layout total 687.
## routing by layer
| metal | share of wire | track usage | up-vias |
|---|---|---|---|
| li1 | - | - | 284 |
| met1 | 0.46 | 0.0453 | 246 |
| met2 | 0.39 | 0.0491 | 22 |
| met3 | 0.14 | 0.0222 | 2 |
| met4 | 0.0068 | 0.00214 | 0 |
| met5 | 0 | 0 | - |
## worst max-delay path by stage
stage	slack, ns	depth (start not counted)	endpoint	from
4_1_cts	0.07	4	o_csn	c_state[4]$_DFF_PN0_
5_1_grt	0.07	4	o_csn	c_state[4]$_DFF_PN0_
6_report	0.19	4	o_csn	c_state[4]$_DFF_PN0_
## final cells by class
cell class                      count  area share
Clock buffer                        4      0.0405
Inverter                            5      0.0169
Multi-Input combinational cell     44       0.259
Sequential cell                    17       0.384
Tap cell                           77      0.0866
Timing Repair Buffer               24       0.214
## through the flow
step	worst slack [ns]	area [um^2]	instances
final	0.194	1110	171
after global routing	0.0747	1110	171
after CTS	0.0702	1110	171
after detailed placement	0.356	1070	167
after global placement	0.332	1070	167
after floorplan	1.04	825	78
## logic make-up after synthesis
logic type / Yosys count / share of synthesized area
muxes: 5 / 0.0683
adders and majority gates: 1 / 0.0152
DFF: 17 / 0.517
buffers and inverters: 17 / 0.135
other: 1 / 0.00455
AOI/OAI and AO/OA: 11 / 0.0819
xor gates and xnor gates: 3 / 0.0319
and+or+nand+nor: 23 / 0.146
## worst max-delay path: stages, from the launching register on
cell and delay [ns]:
sky130_fd_sc_hd__dfrtp_1 0.46, sky130_fd_sc_hd__nor3_2 0.23, sky130_fd_sc_hd__a21o_2 0.26, sky130_fd_sc_hd__inv_2 0.10
sky130_fd_sc_hd__clkdlybuf4s50_1 0.42
## power groups by stage
stage | combinational [mW] | clock (mW) | sequential [mW]
4_1_cts | 0.0108 | 0.219 | 0.287
5_1_grt | 0.0117 | 0.233 | 0.286
6_report | 0.0101 | 0.213 | 0.287
## placed cells by master (no fill, tap or decap), drive strengths merged
master,synthesis,routed
o31ai,1,1
conb,1,1
nand2b,1,1
xnor2,3,3
nand3,3,3
dfrtp,16,16
clkdlybuf4s50,0,23
nand2,9,9
mux2,5,5
nand4,2,2
clkbuf,0,4
dfstp,1,1
nor3,2,2
a21o,2,2
and4,1,1
ha,1,1
o21ai,3,3
o22ai,1,1
nor2b,1,1
inv,5,5
nor2,1,1
buf,11,1
o41ai,1,1
or2,2,2
or3,1,1
a21oi,3,3
## repair_timing
action	4_1_cts	5_1_grt
endpoints found under the setup margin	0	1
gates resized	0	1
setup buffers	0	0
No activity file was given, so power comes from the tool's default toggle rates.
