**design.v**
```verilog
module sram
(
    input           i_clka    ,
    input           i_ena     ,
    input           i_wea     ,
    input   [7:0]   i_addra   ,
    input   [9:0]   i_dina    ,
    output  [9:0]   o_douta
);
    generate
    genvar  idx;
    for (idx = 0; idx < 256; idx = idx+1) begin : sram_data
       wire [9:0] mem_sell;
       assign mem_sell = sram[idx];
    end
    endgenerate
    reg     [9:0]   sram [0:255];
    reg     [7:0]   r_addra;
    reg     [9:0]   r_douta;
    always @ (posedge i_clka) begin
        if (i_ena) begin
            if (i_wea) begin
                sram[i_addra] <= i_dina;
            end
            r_addra <= i_addra; 
        end 
    end
    always @ (posedge i_clka) begin
        if (i_ena) begin
            if (!i_wea)
                r_douta = sram[r_addra];
        end
    end
    assign o_douta = r_douta;
endmodule
```
**run.sh**
```bash
#!/bin/bash
# OpenROAD 26Q1-2900-gdf79404cd8, Yosys 0.63+post, stock flow scripts
make -C /OpenROAD-flow-scripts/flow DESIGN_CONFIG=/design/flow/config.mk WORK_HOME=/design/flow/orfs finish
```
**config.mk**
```make
export PLATFORM = sky130hd
export DESIGN_NAME = sram
export DESIGN_NICKNAME = sram
export VERILOG_FILES = /design/flow/design.v
export SDC_FILE = /design/flow/constraint.sdc
export NUM_CORES = 4
export LEC_CHECK = 1
export CORE_UTILIZATION = 30
export SYNTH_HDL_FRONTEND = slang
```
**constraint.sdc**
```tcl
current_design sram

set clk_period 68.1
set clk_io_pct 0.2

create_clock -name clk0 -period $clk_period [get_ports {i_clka}]

set non_clock_inputs [all_inputs -no_clocks]
set_input_delay [expr $clk_period * $clk_io_pct] -clock clk0 $non_clock_inputs
set_output_delay [expr $clk_period * $clk_io_pct] -clock clk0 [all_outputs]
```
==> qor.tcl <==
set qor(power.switching_fraction_pct) 22.03
set qor(rows) 211
set qor(post_cts_resized) 0
set qor(setup-tns-final_ps) 0
set qor(antenna_violations_before_repair) 10
set qor(htree_levels) 4
set qor(timing.final.hold_violations) 0
set qor(path_clk_slew_ps) 60
set qor(placeableCoreArea_um2) 330300
set qor(report.power.total_mw) 3.298
set qor(postCtsSetupBuffers) 0
set qor(stage_log_warnings) 26
set qor(ys_cells) 4644
set qor(drtAntennaViolNets) 0
set qor(port-buffer-count) 30
set qor(r2r_start) {r_addra[0]$_DFFE_PP_}
set qor(latency_at_later_pin_ps) 890
set qor(iteration_count_of_the_initial_detailed_routing_pass) 8
set qor(rsz_0062_raised_after_global_routing) {false}
set qor(overflow) 0
set qor(yosys-top-cells-area) {sky130_fd_sc_hd__edfxtp_1 78%, sky130_fd_sc_hd__mux4_2 12%, sky130_fd_sc_hd__mux2i_1 2.0%, sky130_fd_sc_hd__a22oi_1 1.4%, sky130_fd_sc_hd__nor2_1 1.1%}
set qor(drv_cap) 0
set qor(clock_skew_ps) 71.95
set qor(max-vdd-ir-drop_mv) 0.02781
set qor(critical_path.endpoint) {sram[228][9]$_DFFE_PP_}
set qor(power.clock.fraction_pct) 40.1
set qor(worst_pin_slew_ps) 1126
set qor(design.portCount) 31
set qor(place_congestion) 0.9503
set qor(fp.dieH_um) 578.1
set qor(synthesis.yosys.warnings) 0
set qor(r2r-end) {o_douta[8]$_DFFE_PP_}
set qor(power_frac_comb_pct) 6.8
set qor(setup.worst_path.class) {in -> reg}
set qor(ys_ff) 2578
set qor(vias) 48040
set qor(crit_path_start) {i_ena}
set qor(finish.utilization_pct) 34.30
set qor(end_kind) {register}
set qor(synth_top_flop_cell) {sky130_fd_sc_hd__edfxtp_1}
set qor(syn_area_um2) 99550
set qor(async_flop_share_pct) 0
set qor(synthDistinctLibCells) 67
set qor(synth.yosys.seq_area_share_pct) 77.76
set qor(hpwl_um) 160500
set qor(syn_inst) 4644
set qor(post_layout_nonfiller_instances) 9449
set qor(dp.cells) 8998
set qor(detailedRoute.firstIterationViolations) 3602
set qor(cts_sinks) 2578
set qor(report.final.slew_viol_count) 0
set qor(grt_pass1_vias) 53510
set qor(period_needed_ps) 16470
set qor(largest_area_cell) {sky130_fd_sc_hd__edfxtp_1}
set qor(setup.reg_to_reg.worst_slack_ps) 61870
set qor(pwr_density_cell_nw_per_um2) 29.11
set qor(die_area_um2) 334100
set qor(max_freq_mhz) 60.72
set qor(synthMostInstantiatedCell) {sky130_fd_sc_hd__edfxtp_1}
set qor(slew_headroom_pct) 24.25
set qor(critPathRequiredTime_ps) 68590
set qor(worst_hold_path_type) {reg -> reg}
set qor(cts_max_path_buffers) 3
set qor(synth-area-yosys_um2) 99550
set qor(critical_path_arrival_ps) 16960
set qor(static_leak_nw) 34.46
set qor(routed_via_density) 5.084
set qor(grt_max_degree) 92
set qor(p_int_mw) 2.571
set qor(cts-root-buf) {sky130_fd_sc_hd__clkbuf_16}
set qor(worstPathMaxFanout) 20
set qor(seq_power_share_pct) 53.1
set qor(fp.dieW_um) 578.1
set qor(top_cell_area_share_pct) 77.76
set qor(postCtsHoldBufs) 0
set qor(totalWireLength_um) 259200
set qor(wire_length_of_the_first_global_routing_pass_um) 373000
set qor(worst_r2r_path_depth) 11
set qor(synth.top_cells.by_count) {2,578 x sky130_fd_sc_hd__edfxtp_1, 523 x sky130_fd_sc_hd__mux4_2, 287 x sky130_fd_sc_hd__nor2_1}
set qor(edf_count) 2578
set qor(status) {completed}
set qor(post_route_cells_drive_above_1_share_pct) 22.54
set qor(cts_buffers) 239
set qor(init_core_util_pct) 30.14
set qor(syn_area_per_cell_um2) 21.44
set qor(setup.worst_path.start_class) {primary input}
set qor(finalSetupViolations) 0
set qor(post_drt_wl_per_cell_um) 27.43
set qor(power_switching_uw) 726.6
set qor(route.detailed.drc) 0
set qor(tritoncts) {yes}
set qor(global_route.usage.total_pct) 16.70
set qor(areaGrowthSynthToFinish_pct) 13.80
set qor(layout_worst_path_cycle_share_pct) 24.18
-- sequential cells by signal, summed over array words and instances, names as in the netlist --
signal   flops
sram      2560
r_addra      8
o_douta     10
-- worst max-delay path, cell delays in order --
cell	delay (ps)
sky130_fd_sc_hd__clkdlybuf4s50_1	700
sky130_fd_sc_hd__and2_1	640
sky130_fd_sc_hd__nand3_1	780
sky130_fd_sc_hd__buf_4	500
sky130_fd_sc_hd__nor2_1	690
-- metal layers --
layer	up-vias	routed length [um]	track usage (%)
met1	24270	82640	17.98
li1	20060	-	-
met3	408	47450	14.27
met2	3280	119100	24.31
met5	-	1045	2.737
met4	24	8913	4.644
-- layout make-up --
class / count / area (um^2)
antenna: 8 / 20.02
clock buffer: 291 / 6240
clock inverter: 152 / 1582
fill: 29990 / 217000
inverter: 6 / 22.52
multi-input combinational: 1779 / 20340
sequential: 2578 / 77410
tap: 4366 / 5463
timing repair buffer: 269 / 2206
-- kinds of logic (layout without fill, tap and decap cells) --
| logic type | Yosys count | in the layout | synth area share (%) |
|---|---|---|---|
| mux | 742 | 742 | 14.31 |
| compound gates | 530 | 530 | 3.749 |
| flops | 2578 | 2578 | 77.76 |
| buf+inv | 287 | 718 | 1.909 |
| simple gates | 507 | 507 | 2.265 |
| other cells | 0 | 8 | 0 |
-- worst min-delay path by stage --
stage | cells after the start | from | end
global route | 7 | sram[232][5]$_DFFE_PP_ | o_douta[5]$_DFFE_PP_
CTS | 7 | sram[232][5]$_DFFE_PP_ | o_douta[5]$_DFFE_PP_
finish | 7 | sram[232][5]$_DFFE_PP_ | o_douta[5]$_DFFE_PP_
-- metrics by stage --
| step | hold WS (ps) | worst slack (ps) | cell area, um^2 |
|---|---|---|---|
| 2_1_floorplan | 869.8 | 52570 | 99550 |
| 3_3_place_gp | 1380 | 50840 | 105400 |
| 3_5_place_dp | 1334 | 50780 | 105400 |
| 4_1_cts | 1362 | 51690 | 113300 |
| 5_1_grt | 1459 | 51360 | 113300 |
| 6_report | 1368 | 51630 | 113300 |
-- power groups by stage --
stage	combinational, mW	clock (mW)	sequential [mW]
6_report	0.225	1.32	1.75
5_1_grt	0.239	1.40	1.75
4_1_cts	0.226	1.35	1.75
-- placed cells by master (no fill, tap or decap), types with 6 or more instances in the layout --
master	instances
sky130_fd_sc_hd__a211oi_1	9
sky130_fd_sc_hd__a21oi_1	128
sky130_fd_sc_hd__a221oi_1	16
sky130_fd_sc_hd__a22o_1	10
sky130_fd_sc_hd__a22oi_1	189
sky130_fd_sc_hd__a311oi_1	8
sky130_fd_sc_hd__a31oi_1	7
sky130_fd_sc_hd__buf_4	234
sky130_fd_sc_hd__buf_8	9
sky130_fd_sc_hd__bufinv_16	25
sky130_fd_sc_hd__clkbuf_1	49
sky130_fd_sc_hd__clkbuf_16	242
sky130_fd_sc_hd__clkdlybuf4s50_1	20
sky130_fd_sc_hd__clkinv_1	59
sky130_fd_sc_hd__clkinv_16	8
sky130_fd_sc_hd__clkinv_2	45
sky130_fd_sc_hd__clkinvlp_4	6
sky130_fd_sc_hd__diode_2	8
sky130_fd_sc_hd__edfxtp_1	2578
sky130_fd_sc_hd__mux2i_1	201
sky130_fd_sc_hd__mux4_1	17
sky130_fd_sc_hd__mux4_2	523
sky130_fd_sc_hd__nand2_1	66
sky130_fd_sc_hd__nand2b_1	7
sky130_fd_sc_hd__nand3_1	31
sky130_fd_sc_hd__nand4_1	12
sky130_fd_sc_hd__nor2_1	283
sky130_fd_sc_hd__nor2b_1	13
sky130_fd_sc_hd__nor3_1	27
sky130_fd_sc_hd__nor4_1	23
sky130_fd_sc_hd__nor4_2	7
sky130_fd_sc_hd__o211ai_1	9
sky130_fd_sc_hd__o21ai_0	22
sky130_fd_sc_hd__o221ai_1	54
sky130_fd_sc_hd__o22a_1	6
sky130_fd_sc_hd__o22ai_1	35
sky130_fd_sc_hd__o32ai_1	7
sky130_fd_sc_hd__or2_2	8
Power is estimated from default activity; no workload was simulated.
